File: ./config.mk
export PLATFORM = sky130hd
export DESIGN_NAME = clock_frequency_divider
export DESIGN_NICKNAME = clock_frequency_divider
export VERILOG_FILES = /design/flow/design.v
export SDC_FILE = /design/flow/constraint.sdc
export NUM_CORES = 4
export LEC_CHECK = 1
export CORE_AREA = 10 10 108 108
export DIE_AREA = 0 0 118 118
File: ./constraint.sdc
current_design clock_frequency_divider

set clk_period 5.2
set clk_io_pct 0.2

create_clock -name clk0 -period $clk_period [get_ports {clk}]

set non_clock_inputs [all_inputs -no_clocks]
set_input_delay [expr $clk_period * $clk_io_pct] -clock clk0 $non_clock_inputs
set_output_delay [expr $clk_period * $clk_io_pct] -clock clk0 [all_outputs]
File: ./design.v
module 
clock_frequency_divider#(parameter D = 1,
    parameter o = 2,
    parameter R = 3,
    parameter e = 4,
    parameter M = 5,
    parameter i = 6,
    parameter F = 7,
    parameter a = 8,
    parameter S = 9,
    parameter L = 10)(
  input clk,
  input [2:0] switch,
  output reg out_freq,
  output reg [31:0] tone_name); 
  reg [31:0] count=0;
  reg [31:0] limit = 0;
  always @(*) begin
    case (switch) 
      3'b000: begin 
        limit <= 47820;  
        tone_name <= {D,o};  
      end
      3'b001: begin 
        limit <= 42645;  
        tone_name <= {R,e};  
      end
      3'b010: begin 
        limit <= 37936;  
        tone_name <= {M,i};  
      end
      3'b011: begin 
        limit <= 35831;  
        tone_name <= {F,a};  
      end
      3'b100: begin 
        limit <= 31924;  
        tone_name <= {S,o};  
      end
      3'b101: begin 
        limit <= 28409;  
        tone_name <= {L,a};  
      end
      3'b110: begin 
        limit <= 25341;  
        tone_name <= {S,i};  
      end
      3'b111: begin 
        limit <= 23907;  
        tone_name <= {D,a};  
      end
      default: begin 
        limit <= 47820;  
        tone_name <= {D,o};  
      end
    endcase
  end
always @(posedge clk) begin
  if (count < limit) begin
    count <= count + 1;
  end else begin
    count <= 0;
    out_freq <= ~out_freq;  
  end
end
endmodule
`timescale 1ns / 1ps
module Generate_Arbitrary_Divided_Clk32(inclk,outclk,outclk_Not,div_clk_count,Reset);
    input inclk;
	 input Reset;
    output outclk;
	 output outclk_Not;
	 input[31:0] div_clk_count;
	 var_clk_div32 Div_Clk(.inclk(inclk),.outclk(outclk),
	 .outclk_not(outclk_Not),.clk_count(div_clk_count),.Reset(Reset));
endmodule
module LCD_Scope_Encapsulated_pacoblaze_wrapper
                       (inout [7:0] lcd_d,
                        output wire lcd_rs,
                        output lcd_rw,
                        output wire lcd_e,
								input clk,
								input wire[7:0] InA,
								input wire[7:0] InB,
								input wire[7:0] InC,
								input wire[7:0] InD,
								input wire[7:0] InE,
								input wire[7:0] InF,
								input wire[7:0] InG,
								input wire[7:0] InH,
								input wire[15:0] InfoA,
								input wire[15:0] InfoB,
								input wire[15:0] InfoC,
								input wire[15:0] InfoD,
								input wire[15:0] InfoE,
								input wire[15:0] InfoF,	
								input wire[15:0] InfoG,
							   input wire[15:0] InfoH,
								input wire[31:0] ScopeInfoA,
								input wire[31:0] ScopeInfoB,
								input wire choose_scope_or_LCD,
								input wire [15:0] scope_channelA,
								input wire [15:0] scope_channelB,
								output wire enable_scope);
	LCD_Scope_Encapsulated_pacoblaze
	LCD_Scope_Encapsulated_pacoblaze_inst
	 (                              
	   .lcd_d                       ( lcd_d               ),
       .lcd_rs                      ( lcd_rs              ),
       .lcd_rw                      ( lcd_rw              ),
       .lcd_e                       ( lcd_e               ),
	   .clk                         ( clk                 ),
	   .InA                         ( InA                 ),
	   .InB                         ( InB                 ),
	   .InC                         ( InC                 ),
	   .InD                         ( InD                 ),
	   .InE                         ( InE                 ),
	   .InF                         ( InF                 ),
	   .InG                         ( InG                 ),
	   .InH                         ( InH                 ),
	   .InfoA                       ( InfoA               ),
	   .InfoB                       ( InfoB               ),
	   .InfoC                       ( InfoC               ),
	   .InfoD                       ( InfoD               ),
	   .InfoE                       ( InfoE               ),
	   .InfoF	                    ( InfoF	              ),
	   .InfoG                       ( InfoG               ),
       .InfoH                       ( InfoH               ),
	   .ScopeInfoA                  ( ScopeInfoA          ),
	   .ScopeInfoB                  ( ScopeInfoB          ),
	   .choose_scope_or_LCD         ( choose_scope_or_LCD ),
	   .scope_channelA              ( scope_channelA      ),
	   .scope_channelB              ( scope_channelB      ),
	   .enable_scope                 ( enable_scope       )
	);
endmodule
module clk_1Hz(
  input clk,
  output reg outclk
);
  reg [31:0] count = 0;
  parameter COUNT_LIMIT = 25000000;  
  always @(posedge clk) begin
    if (count < COUNT_LIMIT - 1) begin
      count <= count + 1;
    end else begin
      count <= 0;
      outclk <= ~outclk;  
    end
  end
endmodule
module doublesync(indata,
				  outdata,
				  clk,
				  reset);
input indata,clk,reset;
output outdata;
reg reg1, reg2;
always @(posedge clk or negedge reset)
begin
	 if (!reset)
	 begin
	 	reg1 <= 1'b0;
		reg2 <= 1'b0;
	 end else 
	 begin
	 	reg1 <= indata;
		reg2 <= reg1;
	 end
end
assign outdata = reg2;
endmodule
module LED_Controller(
  input clk,
  output reg [7:0] led
);
reg direction=1'b1;
  always @(posedge clk) begin
    if (led == 8'b00000000) begin
      led <= 8'b00000001;  
      direction <= 1'b1;  
    end
    else if (direction ==1'b1) begin
      if (led[0]==1'b1) begin
       led<=led<<1;
       direction<=1'b0;  
     end else 
      begin
        led <= led>>1;  
      end
    end
      else if ( direction ==1'b0) begin
        if (led[7]==1'b1) begin
          led<=led>>1;
          direction<=1'b1;  
        end else 
        begin
          led <= led<<1;  
        end
      end  
  end
endmodule
module scope_capture #(parameter scope_bits = 16)
(input wire clk, input wire the_signal, input wire capture_enable, output reg[scope_bits-1:0] captured_data,
input wire  reset);
wire synced_capture_enable;
doublesync sync_enable(.indata(capture_enable),
				  .outdata(synced_capture_enable),
				  .clk(~clk),
				  .reset(1'b1));
always @ (posedge clk or negedge reset)
begin
      if (~reset)
		   captured_data <= 0;
	   else
		begin
				if (synced_capture_enable)
				begin
						captured_data <= {captured_data[scope_bits-2:0],the_signal};
				end
		end
end
endmodule
module switch_positions(
  input control_switch,
  input [3:0] switches,
  output reg [3:0] switch_value
);
always @(*) begin
  case (control_switch)
    1'b0: switch_value = switches;  
    1'b1: switch_value = 4'b0000; 
    default: switch_value = 4'b0000;  
  endcase
end
endmodule
module widereg(indata,outdata,inclk);
parameter width = 8;
input [width-1:0] indata;
output [width-1:0] outdata;
input inclk;
reg [width-1:0] outdata;
always @ (posedge inclk)
begin
	 outdata <= indata;
end
endmodule
File: ./run.sh
#!/bin/bash
# OpenROAD 26Q1-2900-gdf79404cd8, Yosys 0.63+post, stock flow scripts
make -C /OpenROAD-flow-scripts/flow DESIGN_CONFIG=/design/flow/config.mk WORK_HOME=/design/flow/orfs finish
==> impl_metrics.yaml <==
# implementation run metrics
final_timing:
  hold_viol: 0
  fmax_ghz: 0.266
  fin_skew_ns: 0.00371
  worst_pin_slew_ns: 0.699
  period_used_pct: 72.3
  slew_viol_final: 0
  setup_tns_ns: 0
  setup_viol: 0
  min_period_ns: 3.76
  worst_slew_margin_rel_pct: 53.4
  rsz0062_at_grt: "false"
floorplanning:
  fp.dieH_um: 118
  die_width_um: 118
  fp_util_pct: 20.0
  io_pins: 37
  rows: 35
  chipArea_um2: 13900
  core_um2: 9280
clock_tree:
  post_cts_buffers: 0
  clk_pin_slew_ns: 0.07
  cts_resized: 0
  insertion_delay_ns: 0.28
  cts-root-buf: "clkbuf_8"
  cts_tree: "built"
  htree_levels: 2
  clkSinkCount: 33
  numCtsBuffers: 5
  holdBufCountCts: 0
  cts_max_path_buffers: 2
grt:
  grt_use_met3_pct: 1.60
  gr-total-overflow: 0
  gr-usage-met2_pct: 7.27
  grt.busiest_layer: "met2"
  grt_pass1_wl_um: 5910
  grtUsageMet1_pct: 6.91
  grt_max_degree: 19
  antenna_found_initial: 0
  track_usage_pct: 4.86
  grt_pass1_vias: 1285
worst_setup_path:
  path_cells: "clkdlybuf4s50_1, inv_1, ha_1, nand2_1, nand2_1, clkdlybuf4s50_1"
  crit_type: "in2out"
  cp_max_fo: 5
  cp_slowest_cell: "clkdlybuf4s50_1"
  required_ns: 4.16
  critPathMaxStageDelay_ns: 0.54
  endpoint_kind: "output port"
  crit_arrival_ns: 2.72
  startpoint_type: "input pin"
yosys:
  ys_ff: 33
  yosysTopAreaCell: "dfxtp_1"
  ys_area_um2: 1860
  syn_area_um2: 1860
  top_cell_area_share_pct: 34.4
  avgSynthCellArea_um2: 9.21
  postSynthSeqShare_pct: 36.0
  synth_cell_types: 28
  yosys_cells: 202
  area_leaders: "dfxtp_1, ha_1, buf_4"
  syn_inst: 202
  yosysWarnings: 1
final_layout:
  final_area_um2: 2120
  drive_above_1_share_pct: 5.26
  stdcell_count: 357
  area_growth_pct: 14.1
  fillers: 1016
  final_core_util_pct: 22.9
detailed_routing:
  avgRoutedWirePerCell_um: 9.71
  num_vias: 1357
  ant_nets: 0
  drt_iter0_drc: 82
  wl_um: 3470
  dr.pass1.iters: 4
  num_antenna_cells: 0
  post-route-drc-count: 0
  vias_per_cell: 3.80
placement:
  hpwl_um: 2710
  dp_cells: 349
  numPortBuffers: 7
  dpl_cell_area_um2: 2010
  globalplace.congestion: 0.824
power_and_ir_drop:
  p_leak_nw: 0.820
  total_power_w: 0.000532
  cellPowerDensity_nw_per_um2: 251
  ir_drop_mv: 0.128
min_path:
  hold_class: "reg2reg"
run_status:
  status: "finished clean"
run:
  maxCapViolations: 0
  warnings: 28
[layout make-up]
| type | count | area, µm² | area share, % |
|---|---|---|---|
| clock buffers | 5 | 68.8 | 3.24 |
| clock inverters | 3 | 45.0 | 2.12 |
| inverters | 9 | 33.8 | 1.59 |
| multi-input cells | 169 | 1060 | 49.9 |
| flip-flops and latches | 33 | 671 | 31.6 |
| well taps | 129 | 161 | 7.60 |
| repair buffers | 9 | 85.1 | 4.01 |
[where the power goes]
group / switching [W] / total (W) / internal [W]
Combinational: 0.0000183 / 0.0000317 / 0.0000134
Clock: 0.0000955 / 0.000239 / 0.000144
Sequential: 0.00000149 / 0.000261 / 0.000260
Total: 0.000115 / 0.000532 / 0.000417
[per-layer routing]
layer / vias up / wire, µm
li1: 703 / -
met1: 620 / 1690
met2: 31 / 1590
met3: 3 / 167
met4: 0 / 15
met5: - / 0
[logic make-up after synthesis]
family,share of synthesized area [%]
simple gates,19.6
fa+ha+maj,13.4
compound gates,7.94
flops,36.0
xor+xnor,7.06
buf+inv,15.7
other cells,0.202
[Yosys cell counts]
cell type and instances:
dfxtp_1 32, buf_4 29, nor4_1 25, ha_1 20
nand2_1 17, xnor2_1 14, inv_1 9, nand3_1 7
nand4_1 7, o21ai_0 7, a21oi_1 6, nor2_1 5
nor3_1 5, buf_6 3, clkbuf_1 2, o211ai_1 2
a2111oi_4 1, a211o_1 1, a211oi_1 1, a21boi_0 1
a21o_1 1, a31o_2 1, conb_1 1, edfxtp_1 1
nor4b_1 1, or2_1 1, or3_1 1, xor2_1 1
[registers in the layout, summed over array words and instances (netlist names)]
| signal | cells |
|---|---|
| out_freq | 1 |
| count | 32 |
[path summary, 6_finish.rpt]
kind | start | end | slack [ns] | depth (start not counted)
hold / removal | count[0] | count[0] | 0.53 | 1
setup / recovery | switch[0] | tone_name[2] | 1.44 | 6
hold reg to reg | count[0] | count[0] | 0.53 | 1
setup reg to reg | count[7] | out_freq | 3.03 | 5
[worst max-delay path, delay by kind of cell]
family        cells  cell delay, ns
fa+ha+maj         1            0.34
buf+inv           3            1.13
simple gates      2            0.20
[stage by stage]
stage	setup slack, ns	hold slack [ns]
floorplan	2.08	0.473
global placement	1.23	0.520
detailed placement	1.18	0.518
CTS	1.43	0.533
global route	1.26	0.574
finish	1.44	0.532
[cell usage in the layout (no fill, tap or decap), types with 2 or more instances in the layout]
master	instances
o21ai_0	7
xnor2_1	14
ha_1	20
inv_1	9
a21oi_1	6
nand3_1	7
o211ai_1	2
buf_4	2
nand2_1	17
nor3_1	5
nor4_1	25
clkbuf_8	5
clkdlybuf4s50_1	7
nor2_1	5
conb_1	44
nand4_1	7
dfxtp_1	32
Power is estimated from default activity; no workload was simulated.
