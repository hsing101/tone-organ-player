`design.v`:
```
module 
clock_frequency_divider#(parameter D = 1,
    parameter o = 2,
    parameter R = 3,
    parameter e = 4,
    parameter M = 5,
    parameter i = 6,
    parameter F = 7,
    parameter a = 8,
    parameter S = 9,
    parameter L = 10)(
  input clk,
  input [2:0] switch,
  output reg out_freq,
  output reg [31:0] tone_name); 
  reg [31:0] count=0;
  reg [31:0] limit = 0;
  always @(*) begin
    case (switch) 
      3'b000: begin 
        limit <= 47820;  
        tone_name <= {D,o};  
      end
      3'b001: begin 
        limit <= 42645;  
        tone_name <= {R,e};  
      end
      3'b010: begin 
        limit <= 37936;  
        tone_name <= {M,i};  
      end
      3'b011: begin 
        limit <= 35831;  
        tone_name <= {F,a};  
      end
      3'b100: begin 
        limit <= 31924;  
        tone_name <= {S,o};  
      end
      3'b101: begin 
        limit <= 28409;  
        tone_name <= {L,a};  
      end
      3'b110: begin 
        limit <= 25341;  
        tone_name <= {S,i};  
      end
      3'b111: begin 
        limit <= 23907;  
        tone_name <= {D,a};  
      end
      default: begin 
        limit <= 47820;  
        tone_name <= {D,o};  
      end
    endcase
  end
always @(posedge clk) begin
  if (count < limit) begin
    count <= count + 1;
  end else begin
    count <= 0;
    out_freq <= ~out_freq;  
  end
end
endmodule
module clk_1Hz(
  input clk,
  output reg outclk
);
  reg [31:0] count = 0;
  parameter COUNT_LIMIT = 25000000;  
  always @(posedge clk) begin
    if (count < COUNT_LIMIT - 1) begin
      count <= count + 1;
    end else begin
      count <= 0;
      outclk <= ~outclk;  
    end
  end
endmodule
```
`run.sh`:
```
#!/bin/bash
# OpenROAD 26Q1-2900-gdf79404cd8, Yosys 0.63+post, stock flow scripts
make -C /OpenROAD-flow-scripts/flow DESIGN_CONFIG=/design/flow/config.mk WORK_HOME=/design/flow/orfs finish
```
`config.mk`:
```
export PLATFORM = sky130hd
export DESIGN_NAME = clk_1Hz
export DESIGN_NICKNAME = clk_1Hz
export VERILOG_FILES = /design/flow/design.v
export SDC_FILE = /design/flow/constraint.sdc
export NUM_CORES = 4
export LEC_CHECK = 1
export CORE_AREA = 10 10 94 94
export DIE_AREA = 0 0 104 104
```
`constraint.sdc`:
```
current_design clk_1Hz

set clk_period 4.6
set clk_io_pct 0.2

create_clock -name clk0 -period $clk_period [get_ports {clk}]

set non_clock_inputs [all_inputs -no_clocks]
set_input_delay [expr $clk_period * $clk_io_pct] -clock clk0 $non_clock_inputs
set_output_delay [expr $clk_period * $clk_io_pct] -clock clk0 [all_outputs]
```
==> metrics.cfg <==
[pwr]
p_int_mw=0.429
p_switching_mw=0.105
leakage_nw=0.486
power_frac_seq=0.548
power.density_nw_per_um2=319
pwr-share-comb=0.006
power_mw=0.534
ir_worst_vdd_mv=0.174
switching_share=0.197
clkPwrFrac=0.446

[placement]
io_buffers=1
hpwl_um=1690
place.gp.congestion=0.872
place_area_um2=1570

[finish]
area_growth_pct=16.3
logic_area_um2=744
flop_area_um2=671
drive_gt1_frac=0.106
fillers=753
final_area_um2=1670

[sta]
fin_skew_ns=0.0104
period_used_share=0.489
tns_ns=0
timing.fmax_ghz=0.445
max_slew_margin=0.631
fin_crit_ns=2.25
slew_viol_final=0
rsz0062_at_grt=false
worstMarginPinSlew_ns=0.550
hold_viol=0
finalSetupViolCount=0

[clocking]
tritoncts=yes
post_cts_buffers=0
clockRootBuffer=clkbuf_8
ctsResizeCount=0
htree_num_levels=2
clockBufferDepth=2
path_clk_slew_ns=0.06
post_cts_hold_buffer_count=0
clock-sinks=33
cts_buffers=5
clk_latency_ns=0.28

[global_route]
grt_usage=0.0517
grt_start_max_net_pins=27
grt_pass1_vias=1028
antenna_found_initial=0
grt_pass1_wl_um=4890
grt-ovfl-total=0

[critical_path]
worstPathArrival_ns=2.40
critPathKind=reg -> reg
critPathTopFamily=simple AND/OR/NAND/NOR gates
r2r-end=count[11]
slowest_stage=nor4_4
r2r_start=count[0]
critPathMaxFanout=17
crit_required_ns=4.75
critPathLaunchType=register
cp.buffers_inverters=1
r2r_slack_ns=2.35
cp_slowest_stage_delay_ns=0.49
cp_cell_sequence=ha_1, nand3_1, o211a_1, nor4_4, buf_4, nor3_1
cp-end-kind=register
reg2reg_depth=6

[synthesis]
ys_types=34
ys_area_um2=1440
yosysWarnings=1
netlist_area_um2=1440
ys_seq_frac=0.466
syn_avg_cell_area_um2=9.47
netlist_instances=152
yosys_register_bits=33
ys_cells=152

[floorplanning]
rows=30
pin_count=2
die_y_um=104
coreArea_um2=6830
dieWidth_um=104
initCoreUtil=0.211
die_area_um2=10800

[job]
warnings=25
max_cap_violations=0

[status]
outcome=complete, no violations

[drt]
first_pass_iters=4
drt_iter0_drc=59
drc_errors=0
vias=1092
ant_nets=0
diodes=0
wl_um=2670
via_per_inst=4.27
wl_per_cell_um=10.4

[hold_path]
hold_end=count[0]
hold_class=reg -> reg
hold_path_depth=1
min_from=count[0]

==> per-layer routing <==
layer,routed length [µm],GRT usage,vias up
met3,121,0.0150,2
li1,-,-,581
met4,10,0.00895,0
met2,1010,0.0685,12
met1,1530,0.0809,497
met5,0,0,-
==> cell usage after synthesis <==
cell | count | area share
o31ai_1 | 1 | 0.0052
xnor2_1 | 9 | 0.055
clkbuf_1 | 5 | 0.013
o211a_1 | 1 | 0.0070
ha_1 | 1 | 0.0087
o21ai_0 | 6 | 0.021
nand3_1 | 9 | 0.031
nand4_4 | 1 | 0.015
nand2_1 | 6 | 0.016
o21ai_1 | 1 | 0.0035
nand2b_1 | 1 | 0.0044
or2_2 | 1 | 0.0044
nor3b_1 | 1 | 0.0052
and3_1 | 1 | 0.0044
or3_1 | 8 | 0.035
nor4_1 | 5 | 0.022
a211oi_2 | 1 | 0.0087
inv_1 | 3 | 0.0078
edfxtp_1 | 1 | 0.021
and4_1 | 3 | 0.018
xor2_1 | 6 | 0.037
o31a_1 | 1 | 0.0061
or4_1 | 1 | 0.0052
and4_2 | 1 | 0.0070
nor4_4 | 1 | 0.015
nor2_1 | 3 | 0.0078
conb_1 | 1 | 0.0026
a41oi_1 | 2 | 0.012
nand4_1 | 8 | 0.035
buf_2 | 4 | 0.014
dfxtp_1 | 32 | 0.45
a211oi_1 | 6 | 0.031
or4_4 | 1 | 0.0078
nor3_1 | 20 | 0.070
==> through the flow <==
| step | setup WS, ns | util | hold slack [ns] | instances |
|---|---|---|---|---|
| after CTS | 2.37 | 0.245 | 0.509 | 256 |
| after global routing | 2.09 | 0.245 | 0.536 | 256 |
| after detailed placement | 2.35 | 0.230 | 0.500 | 248 |
| after floorplan | 2.75 | - | 0.470 | 158 |
| after global placement | 2.43 | 0.230 | 0.487 | 248 |
| final | 2.35 | 0.245 | 0.505 | 256 |
==> power by group through the flow <==
| stage | clock [mW] | sequential [mW] | combinational, mW |
|---|---|---|---|
| after global routing | 0.253 | 0.294 | 0.00411 |
| after CTS | 0.243 | 0.293 | 0.00340 |
| final | 0.238 | 0.293 | 0.00328 |
==> flip-flops by register name, indices dropped and copies added (netlist names) <==
register / flops
count: 32
outclk: 1
==> final cells by class <==
type,instances,area share
Multi-Input combinational cell,113,0.445
Sequential cell,33,0.401
Tap cell,96,0.0718
Clock buffer,7,0.0576
Timing Repair Buffer,3,0.0150
Inverter,3,0.00673
Clock inverter,1,0.00299
==> worst max-delay path by stage <==
stage / from / depth (start not counted) / slack, ns / end
CTS: count[0] / 6 / 2.37 / count[11]
finish: count[0] / 6 / 2.35 / count[11]
global route: count[0] / 6 / 2.09 / count[21]
==> cells by family (layout without fill, tap and decap cells) <==
family / Yosys count / after routing / synth area share
xor+xnor: 15 / 15 / 0.0913
buf+inv: 12 / 14 / 0.0348
flops: 33 / 33 / 0.466
compound gates: 19 / 19 / 0.0948
other cells: 1 / 7 / 0.00261
fa+ha+maj: 1 / 1 / 0.00869
simple gates: 71 / 71 / 0.302
==> placed cells by master, fill, tap and decap left out, types with 2 or more instances in the layout <==
master,netlist,routed
nor3_1,20,20
a41oi_1,2,2
dfxtp_1,32,32
o21ai_0,6,6
inv_1,3,3
nor4_1,5,5
buf_4,0,2
conb_1,1,7
nand4_1,8,8
or3_1,8,8
nand3_1,9,9
a211oi_1,6,6
xor2_1,6,6
clkbuf_8,0,7
nor2_1,3,3
xnor2_1,9,9
and4_1,3,3
nand2_1,6,6
Power is estimated from default activity; no workload was simulated.
