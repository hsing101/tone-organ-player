==> ./design.v <==
module 
clock_frequency_divider#(parameter D = 1,
    parameter o = 2,
    parameter R = 3,
    parameter e = 4,
    parameter M = 5,
    parameter i = 6,
    parameter F = 7,
    parameter a = 8,
    parameter S = 9,
    parameter L = 10)(
  input clk,
  input [2:0] switch,
  output reg out_freq,
  output reg [31:0] tone_name); 
  reg [31:0] count=0;
  reg [31:0] limit = 0;
  always @(*) begin
    case (switch) 
      3'b000: begin 
        limit <= 47820;  
        tone_name <= {D,o};  
      end
      3'b001: begin 
        limit <= 42645;  
        tone_name <= {R,e};  
      end
      3'b010: begin 
        limit <= 37936;  
        tone_name <= {M,i};  
      end
      3'b011: begin 
        limit <= 35831;  
        tone_name <= {F,a};  
      end
      3'b100: begin 
        limit <= 31924;  
        tone_name <= {S,o};  
      end
      3'b101: begin 
        limit <= 28409;  
        tone_name <= {L,a};  
      end
      3'b110: begin 
        limit <= 25341;  
        tone_name <= {S,i};  
      end
      3'b111: begin 
        limit <= 23907;  
        tone_name <= {D,a};  
      end
      default: begin 
        limit <= 47820;  
        tone_name <= {D,o};  
      end
    endcase
  end
always @(posedge clk) begin
  if (count < limit) begin
    count <= count + 1;
  end else begin
    count <= 0;
    out_freq <= ~out_freq;  
  end
end
endmodule
module LED_Controller(
  input clk,
  output reg [7:0] led
);
reg direction=1'b1;
  always @(posedge clk) begin
    if (led == 8'b00000000) begin
      led <= 8'b00000001;  
      direction <= 1'b1;  
    end
    else if (direction ==1'b1) begin
      if (led[0]==1'b1) begin
       led<=led<<1;
       direction<=1'b0;  
     end else 
      begin
        led <= led>>1;  
      end
    end
      else if ( direction ==1'b0) begin
        if (led[7]==1'b1) begin
          led<=led>>1;
          direction<=1'b1;  
        end else 
        begin
          led <= led<<1;  
        end
      end  
  end
endmodule
==> ./run.sh <==
#!/bin/bash
# OpenROAD 26Q1-2900-gdf79404cd8, Yosys 0.63+post, stock flow scripts
make -C /OpenROAD-flow-scripts/flow DESIGN_CONFIG=/design/flow/config.mk WORK_HOME=/design/flow/orfs finish
==> ./config.mk <==
export PLATFORM = sky130hd
export DESIGN_NAME = LED_Controller
export DESIGN_NICKNAME = LED_Controller
export VERILOG_FILES = /design/flow/design.v
export SDC_FILE = /design/flow/constraint.sdc
export NUM_CORES = 4
export LEC_CHECK = 1
export CORE_AREA = 10 10 70 70
export DIE_AREA = 0 0 80 80
==> ./constraint.sdc <==
current_design LED_Controller

set clk_period 1.6
set clk_io_pct 0.2

create_clock -name clk0 -period $clk_period [get_ports {clk}]

set non_clock_inputs [all_inputs -no_clocks]
set_input_delay [expr $clk_period * $clk_io_pct] -clock clk0 $non_clock_inputs
set_output_delay [expr $clk_period * $clk_io_pct] -clock clk0 [all_outputs]
==> deck_impl_summary.md <==
Flow Results at a Glance

Power
  – Pleak: 0.165 nW
  – PwrDens: 816 nW/um^2
  – Maximum vdd ir drop: 206 uV

Die
  – Die X: 80 um
  – Rows: 21
  – Die H: about 80 um
  – Chip area: about 6400 sq um
  – # IOs: 9
  – Core Util at FP: 9.30%
  – CORE AREA: ~3400 sq um

Yosys
  – Yosys cell types: 14
  – Mapped Avg Cell Area: 11.4 sq um
  – Synth Seq Share: 56.7%
  – Synthesized cell area: 318 sq um
  – Synthesis-stage register bit count: 9
  – Syn. warnings: 1
  – Cells after Synth: 28
  – Yosys chip area: 318 sq um
  – Yosys cell count: 28

Timing
  – Total negative slack: 0 ns
  – Final Max Tran Viols: 0
  – Tmin final: around 1.5 ns
  – Max Clock Skew: 0.00423 ns
  – Worst-Margin Slew: roughly 0.33 ns
  – RSZ-0062 raised after global routing: false
  – Worst slew margin: 78.2%
  – Final setup viols: 0
  – Max frequency: 663 MHz
  – Fin. Hold Viols: 0
  – Fin crit share: between 90% and 100%

Clock network
  – # Post-CTS Setup Buffers: 0
  – Hold_buf cts: 0
  – Htree depth: 1
  – Clk Latency, worst-skew pair: 0.26 ns
  – CTS Buffer Depth: 2
  – Clock sink total: 9
  – CTS tree: done
  – CTS Root Cell: clkbuf_4
  – Clock-pin slew on the worst setup and hold paths: 0.06 ns
  – CTS Buf Count: 3
  – CTS resizes: 0

Layout
  – Area Growth Syn to Fin: 51.6%
  – Seq. cell area: about 180 sq um
  – Post-layout util: 14.1%
  – Layout cells sized above 1: 27.5%
  – Gate Area: approximately 130 sq um
  – Fillers: ~390

Critical path
  – Critical Path AT: 1.19 ns
  – Worst-path fanout max: 7
  – Kind of critical path: flip-flop to primary output
  – Crit-path slowest cell: clkdlybuf4s50_1
  – CP Depth: 1
  – Worst Reg2Reg Path Length in Cells: 2
  – R2R setup slack: ~0.43 ns
  – Delay-heaviest family, CP: buffers and inverters
  – Setup crit end kind: primary output
  – Worst setup SP type: flip-flop
  – Critical path's largest stage delay: around 0.51 ns
  – WP buf/inv: 1
  – Required @ worst endpoint: approximately 1.3 ns
  – Critical path, cell by cell: clkdlybuf4s50_1

Hold path
  – Hold Path Depth: 1
  – Hold Path Class: flip-flop to flip-flop

Detailed routing
  – WL/cell: 8.77 um
  – DR DRC count: 0
  – Via density: 2.85
  – Routed Antenna Nets: 0
  – Drt total wl: 754 um
  – DRT iter0 DRCs: 19
  – First drt pass iteration count: 4
  – Antenna diodes: 0
  – Vias: ~250

Place
  – RePlAce Congestion: roughly 0.67
  – IO buf count: 8
  – Hpwl dp: roughly 560 um

Status
  – Status: finished, final reports clean

Global route
  – Number of global-route vias before repair: 248
  – Total congestion overflow: 0
  – Initial antenna violation count: 0
  – GRT Total Usage: 2.49%
  – First-pass GRT wire length: 1.20 mm
  – Largest net degree at the start of global routing: 8

Flow run
  – Max_cap viols: 0
  – Tool warning count: 25
-- cell usage after synthesis --
library cell	instances	share of area (%)
dfxtp_1	9	57
o22a_1	1	2.8
o21ai_2	1	2.8
and2_2	1	2.4
inv_1	2	2.4
nor3_1	1	1.6
o21ai_0	1	1.6
a21oi_1	1	1.6
nor4_1	1	2.0
a31oi_1	1	2.0
or2b_2	1	2.8
mux2_2	5	18
nand3_1	1	1.6
nand2_1	2	2.4
-- cell type report --
cell class	count	share of cell area, %
well taps	46	11.9
flip-flops and latches	9	37.4
multi-input cells	17	27.0
clock buffers	4	5.45
inverters	2	1.56
repair buffers	8	16.6
-- sequential cells by signal (all words and copies together), names as in the netlist --
| signal | flops |
|---|---|
| direction | 1 |
| led | 8 |
-- placed cells by master (no fill, tap or decap) --
master / count
nor3_1: 1
clkbuf_4: 3
clkbuf_1: 1
nand2_1: 2
nor4_1: 1
a21oi_1: 1
o21ai_2: 1
o21ai_0: 1
o22a_1: 1
dfxtp_1: 9
mux2_2: 5
inv_1: 2
a31oi_1: 1
and2_2: 1
clkdlybuf4s50_1: 8
nand3_1: 1
or2b_2: 1
-- cells by family after synthesis --
group                  count (synthesis)  synth area share (%)
DFF                                    9                  56.7
and+or+nand+nor                        7                  12.6
AOI/OAI and AO/OA                      5                  10.6
muxes                                  5                  17.7
buffers and inverters                  2                  2.36
-- metal layers --
layer	wire length (um)	share of wire, %	global-route usage, %	up-vias
li1	-	-	-	125
met1	341	45	3.17	109
met2	248	33	2.49	11
met3	164	22	3.07	0
met4	0	0	0.352	0
met5	0	0	0	-
-- worst paths after layout --
check                             from                 to
setup / recovery     led[0]$_SDFF_PN1_             led[0]
hold / removal    direction$_SDFF_PN1_  led[6]$_SDFF_PN0_
setup reg to reg     led[7]$_SDFF_PN0_  led[3]$_SDFF_PN0_
hold reg to reg   direction$_SDFF_PN1_  led[6]$_SDFF_PN0_
-- stage by stage --
stage	worst slack (ns)	power (mW)	instances	instance area (sq um)	hold slack [ns]
after floorplan	0.559	0.229	28	318	0.456
after global placement	0.371	0.229	82	455	0.498
after detailed placement	0.365	0.229	82	455	0.495
after CTS	0.0776	0.402	86	482	0.509
after global routing	0.0126	0.416	86	482	0.541
final	0.0909	0.393	86	482	0.509
-- where the power goes --
group | internal (mW) | total (mW) | switching (mW)
clock network | 0.0957 | 0.169 | 0.0733
registers | 0.224 | 0.224 | 0
logic | 0 | 0.0000000779 | 0
total | 0.320 | 0.393 | 0.0733
Power and IR drop assume default switching activity.
